## run.sh

```bash
#!/bin/bash
# OpenROAD 26Q1-2900-gdf79404cd8, Yosys 0.63+post, stock flow scripts
make -C /OpenROAD-flow-scripts/flow DESIGN_CONFIG=/design/flow/config.mk WORK_HOME=/design/flow/orfs finish
```

## config.mk

```make
export PLATFORM = sky130hd
export DESIGN_NAME = comparator
export DESIGN_NICKNAME = comparator
export VERILOG_FILES = /design/flow/design.v
export SDC_FILE = /design/flow/constraint.sdc
export NUM_CORES = 4
export LEC_CHECK = 1
export CORE_AREA = 10 10 70 70
export DIE_AREA = 0 0 80 80
```

## constraint.sdc

```tcl
current_design comparator

set clk_period 2.5
set clk_io_pct 0.2

create_clock -name clk0 -period $clk_period

set non_clock_inputs [all_inputs -no_clocks]
set_input_delay [expr $clk_period * $clk_io_pct] -clock clk0 $non_clock_inputs
set_output_delay [expr $clk_period * $clk_io_pct] -clock clk0 [all_outputs]
```

## design.v

```verilog
package SerialTOFEDDefs;
parameter FBIBBLE_SIZE = 5;
parameter ONESPERFBIBBLE = 3;
typedef enum {FALSE, TRUE} bool_t;
endpackage
module comparator
#(
parameter WIDTH = 8
)
(
input logic [WIDTH-1:0] A, B,  
output logic AltB,  
output logic AeqB,  
output logic AgtB  
);
always_comb begin
	if(A<B)
	 AgtB=1;
	else
	 AgtB=0;
	if(A==B)
	 AeqB=1;
	else
	 AeqB=0;
	if(A>B)
	 AltB=1;
	else
	 AltB=0;
end
endmodule
```

==> reports/qor.txt <==
Result of the run - complete, no violations
Cell Rows - 21
Cell Count, Final, Fillers Out - 96
Fraction of layout cells with a size suffix above 1 - 44.0%
Number of fill cells in the layout - 371
Initial antenna violation count - 0
Total antenna diodes in the routed design - 0
Internal power - 0.0618 mW
TritonRoute pass-1 iters - 1
Die Height - 80 um
Number of I/O pins - 19
Post-Synthesis Mean Instance Area - 7.77 um2
Yosys stat cell total - 29
Clock share of power - 0%
Least-Margin Pin Slew - 0.145 ns
First-pass GRT wire length - 1.21 mm
Vias - 281
Required time of the worst setup path - 2.00 ns
Reported net switching power - 0.0364 mW
# port buffers - 19
Largest net degree at the start of global routing - 4
Sequential cells - 0
Final WL - 793 um
Sort of element at the end of the critical path - output port
Worst slack after detailed placement - -0.251 ns
Area of the die - 6400 um2
Most frequent logic cell in the layout - clkdlybuf4s50_1
Worst Setup Start Kind - input pin
Number of warnings reported in the yosys synthesis log - 1
Setup CP Type - in -> out
Yosys Chip Area - 225 um2
Arrival time of the worst setup path - 1.94 ns
Largest fanout on the critical path - 3
Number of max-slew violations in the final report - 0
Sequence of cells on the critical path - clkdlybuf4s50_1 -> inv_1 -> ha_4 -> nand4_4 -> nor2_4 -> o21ba_4 -> dlygate4sd2_1
Post-detailed-route wirelength per cell - 8.26 um
Tally of clock buffers in the finished layout - 0
Cell area after synthesis - 225 um2
Vias per std cell - 2.93
Number of cells produced by synthesis - 29
Headroom to the max-slew limit - 90.3%
Hpwl dp - 689 um
Final critical-path share of the clock period - 97.4%
Gate Area - 318 um2
Fin worst setup slack - 0.0649 ns
All-layer global routing usage - 2.26%
Cell leakage power - 0.249 nW
Cell total after placement - 95
Pwr/cell area - 161 nW/um2
Final weighted congestion in routability-driven placement - 0.761
Count of max-cap constraint violations - 0
Part of the total power dissipated in combinational logic - 100.0%
Switching share of power - 37.1%
Core area - 3420 um2
Post-cts hold buffer count - 0
Vias in the first global route - 265
Area growth, synth to finish - 171%
Part of the power in registers - 0%
Total of endpoints with negative setup slack in the final report - 0
Most frequent cells in the layout - 12 x clkdlybuf4s50_1, 6 x ha_4, 5 x inv_1, 5 x dlygate4sd2_1
Die Wd - 80 um
Post-synthesis sequential area ratio - 0%
Storage cell area - 0 um2
Number of nets with antenna violations after routing - 0
Total number of warnings across the stage logs - 32
Leftover overflow at the end of global routing - 0
Peak supply drop - 0.0257 mV
Starting Density - 6.59%
Number of distinct library cells after synthesis - 12
Path type of the worst min-delay path - in -> out
Drc violations - 0
Final critical path time including I/O delays and setup - 2.44 ns
Library cell contributing the largest single delay on the critical path - clkdlybuf4s50_1
Iteration-0 DRC count of the detailed router - 0
Hold violation count in the final report - 0
Max frequency - 411 MHz
Delay contributed by the slowest stage of the critical path - 0.45 ns
[what timing repair did]
action                     in CTS  in global routing
pin swaps                       6                  3
setup buffers                   0                  1
setup endpoints to repair       3                  1
resized                        20                  7
[routing by layer]
metal  wire (um)  vias to the layer above  global-route usage [%]
li1            -                      143                       -
met1         287                      129                    2.77
met2         419                        9                    4.09
met4           0                        0                       0
met5           0                        -                       0
met3          86                        0                   0.568
[power groups by stage]
stage                 Sequential (mW)  Clock (mW)  Combinational (mW)
after CTS                           0           0              0.0916
after global routing                0           0               0.108
final                               0           0              0.0982
[metrics by stage]
| step | setup TNS (ns) | hold WS [ns] | cell area (um2) | utilization (%) | power (mW) |
|---|---|---|---|---|---|
| final | 0 | 1.78 | 609 | 17.8 | 0.0982 |
| after global routing | -0.00177 | 1.84 | 609 | 17.8 | 0.108 |
| after CTS | 0 | 1.92 | 574 | 16.8 | 0.0916 |
| after detailed placement | -0.545 | 2.21 | 480 | 14.1 | 0.0715 |
| after global placement | -0.514 | 2.19 | 480 | 14.1 | 0.0703 |
| after floorplan | 0 | 1.22 | 225 | - | 0.0300 |
[synthesized netlist by cell type]
master / instances / share of area [%]
a21oi_1: 3 / 6.7
a21oi_2: 1 / 3.9
ha_1: 8 / 44
inv_1: 8 / 13
nand2_1: 1 / 1.7
nand4_1: 1 / 2.8
nand4_2: 1 / 5.6
nor2_1: 2 / 3.3
nor2b_4: 1 / 6.1
o211ai_2: 1 / 5.6
o21ai_0: 1 / 2.2
o21ba_1: 1 / 4.4
[kinds of logic after synthesis]
logic type,synth area share (%)
adders and majority gates,44.4
buffers and inverters,13.3
AOI/OAI and AO/OA,22.8
and+or+nand+nor,19.4
[worst paths after layout]
check	depth (start not counted)	slack [ns]	end	start
worst max-delay path	7	0.06	AltB	B[7]
worst min-delay path	7	1.78	AgtB	B[3]
[worst max-delay path, delay by kind of cell]
family / cells / cell delay [ns]
AND-OR/OR-AND: 1 / 0.15
adder cells (fa/ha/maj): 1 / 0.29
buffers and inverters: 3 / 0.75
AND/OR/NAND/NOR: 2 / 0.24
[cell type report]
cell class / count / area share (%)
multi-input cells: 21 / 52.2
repair buffers: 21 / 33.5
well taps: 46 / 9.45
inverters: 8 / 4.93
No activity file was given, so power comes from the tool's default toggle rates.
