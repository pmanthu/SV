### ./run.sh
#!/bin/bash
# OpenROAD 26Q1-2900-gdf79404cd8, Yosys 0.63+post, stock flow scripts
make -C /OpenROAD-flow-scripts/flow DESIGN_CONFIG=/design/flow/config.mk WORK_HOME=/design/flow/orfs finish
### ./config.mk
export PLATFORM = sky130hd
export DESIGN_NAME = register
export DESIGN_NICKNAME = register
export VERILOG_FILES = /design/flow/design.v
export SDC_FILE = /design/flow/constraint.sdc
export NUM_CORES = 4
export LEC_CHECK = 1
export CORE_AREA = 10 10 70 70
export DIE_AREA = 0 0 80 80
### ./constraint.sdc
current_design register

set clk_period 1.1
set clk_io_pct 0.2

create_clock -name clk0 -period $clk_period [get_ports {clk}]

set non_clock_inputs [all_inputs -no_clocks]
set_input_delay [expr $clk_period * $clk_io_pct] -clock clk0 $non_clock_inputs
set_output_delay [expr $clk_period * $clk_io_pct] -clock clk0 [all_outputs]
### ./design.v
package SerialTOFEDDefs;
parameter FBIBBLE_SIZE = 5;
parameter ONESPERFBIBBLE = 3;
typedef enum {FALSE, TRUE} bool_t;
endpackage
module register
#(
parameter WIDTH = 8
)
(
input logic [WIDTH-1: 0] D,  
input logic en,  
input logic clk, rst,  
output logic [WIDTH-1:0] Q  
);
always @(posedge clk or posedge rst) begin
if(rst)
Q<=0;
else begin
	if(en)
	Q<=D;
end
end
endmodule
==> flow_summary.yaml <==
# flow metrics
worst_setup_path:
  cp-startpoint: "en"
  critPathLaunchType: "input pin"
  cp.required_ns: 1.23
  crit_slowest_cell: "clkdlybuf4s50_1"
  critical_path.max_fanout: 6
  cp_data_arrival_time_ns: 1.20
  rrSetupSlack_ns: 0.23
  crit_chain: "clkdlybuf4s50_1 > buf_12 > mux2_4"
  cp_num_buf_inv: 2
  worstReg2RegStart: "Q[5]"
  crit_family: "buffers and inverters"
  end_kind: "flip-flop"
  path_class: "in -> reg"
  slowest_delay_ns: 0.54
cts:
  path_clk_slew_ns: 0.06
  ctsHoldBuffers: 0
  h-tree-depth: 1
  clock_path_buffers: 2
  cts_sinks: 8
  root_buffer: "clkbuf_4"
  insertion_delay_ns: 0.25
  numCtsBuffers: 3
  cts_tree: "built"
routing:
  antennaDiodeCount: 0
  drt_iter0_drc: 0
  route.detailed.drc: 0
  drt_pass1_iterations: 1
  vias: 241
  wire_per_inst_um: 10.23
  wirelength_um: 900
  vias_per_cell: 2.739
  drtAntennaViolNets: 0
final_timing:
  fin_skew_ns: 0
  tightestPinTransition_ns: 0.3436
  fmax_mhz: 928.3
  report.final.hold_viol_count: 0
  final.period_utilization: 0.9793
  rsz0062_at_grt: "false"
  period_needed_ns: 1.077
  finalMaxSlewViolations: 0
  setup_ws_ns: 0.02281
  slew_headroom: 0.7707
  setup_viol: 0
power_and_ir_drop:
  p_int_w: 0.0005742
  p_clk_frac: 0.303
  peakVddDrop_v: 0.0003212
  leakage_nw: 0.2778
  seqPwrFrac: 0.474
  power_density_nw_per_um2: 1144
  p_comb_frac: 0.223
  switching_power_w: 0.0001432
  switching_share: 0.1996
  total_power_w: 0.0007174
die:
  die_w_um: 80
  die_height_um: 80
  io_pins: 19
  fp_util: 0.09817
  row_count: 21
  chipArea_um2: 6400
  coreArea_um2: 3416
final_layout:
  area_growth_pct: 86.94
  top_register: "Q"
  largest_reg_flops: 8
  reg_top3: "Q x8"
  drive_gt1_frac: 0.3571
  fillers: 385
synth:
  ys_cells: 18
  ys.flops: 8
  synth-warning-count: 1
  syn_area_per_cell_um2: 18.63
  yosys_area_um2: 335.3
  netlist_instances: 18
  ys_seq_frac: 0.5970
  post_synth_num_cell_types: 4
  syn_area_um2: 335.3
run:
  drv_cap: 0
  log.warning_count: 25
placement:
  gp_congestion: 0.6822
  port_buffers: 18
  pre_cts_slack_ns: -0.2421
  dp_hpwl_um: 750.5
run_status:
  status: "finished clean"
global_route:
  grt_max_degree: 9
  first_global_vias: 275
  antenna_found_initial: 0
  gr-total-overflow: 0
  track_usage: 0.02797
  grt_pass1_wl_um: 1386
min_path:
  min_path_type: "in -> async"
## Yosys cell counts
master,count,share of area
inv_1,1,0.011
dfrtp_1,8,0.60
mux2_4,8,0.36
buf_6,1,0.034
## cells by family (layout without fill, tap and decap cells)
kind of cell	after synthesis	count (layout)	synth area share
flops	8	8	0.5970
mux	8	8	0.3582
buf+inv	2	26	0.04476
## layout make-up
cell class	count	area (um^2)	area share
well taps	46	57.56	0.09182
flip-flops and latches	8	200.2	0.3194
inverters	1	3.754	0.005988
clock buffers	3	22.52	0.03593
multi-input cells	8	120.1	0.1916
repair buffers	22	222.7	0.3553
## cell usage in the layout, fill, tap and decap left out, drive strengths merged
cell	count
buf	4
clkbuf	3
clkdlybuf4s15	8
clkdlybuf4s50	10
dfrtp	8
inv	1
mux2	8
## layer usage
| layer | routed length, um | GRT usage | share of wire | vias up |
|---|---|---|---|---|
| met1 | 390 | 0.03318 | 0.43 | 119 |
| met4 | 29 | 0.01232 | 0.032 | 0 |
| met2 | 413 | 0.03933 | 0.46 | 11 |
| met5 | 0 | 0 | 0 | - |
| met3 | 66 | 0.01705 | 0.073 | 2 |
| li1 | - | - | - | 109 |
## stage by stage
stage	cell area (um^2)	util	instances	hold WS (ns)	TNS, ns
global placement	589.3	0.1725	83	0.4988	-1.689
global route	626.9	0.1835	88	0.2703	0
detailed placement	589.3	0.1725	83	0.4989	-1.907
floorplan	335.3	-	18	0.03566	0
CTS	621.8	0.1821	88	0.2598	0
finish	626.9	0.1835	88	0.2606	0
## power by group through the flow
stage / registers [W] / clock network (W) / logic [W]
4_1_cts: 0.000339 / 0.000239 / 0.000161
5_1_grt: 0.000342 / 0.000257 / 0.000174
6_report: 0.000340 / 0.000218 / 0.000160
## worst paths after layout
kind,to,depth (start not counted)
setup / recovery,Q[6],3
hold / removal,Q[0],2
setup reg to reg,Q[5],2
hold reg to reg,Q[1],1
max in group asynchronous,Q[1],2
min in group clk0,Q[1],1
## repair_timing
| item | in CTS | in global routing |
|---|---|---|
| resized | 12 | 4 |
| setup endpoints to repair | 8 | 4 |
| endpoints found under the hold margin | 0 | 0 |
| setup buffers | 2 | 0 |
No activity file was given, so power comes from the tool's default toggle rates.
